==> flow/design.v <==
module data_memory (
	input  [31:0] Address ,          
	input  [31:0] WriteData ,    
	input  MemWrite,
	input  MemRead,
	output  [31:0] ReadData       
	);
	reg [31:0] MEMORIA[0:255];  
	integer i;
	initial begin
		for (i = 0; i < 256; i = i + 1) begin
			MEMORIA[i] = 0;
		end
	end
	assign ReadData = (MemRead == 0) ? 0 : MEMORIA[Address];
	always @(*) begin
		if (MemWrite == 1'b1) begin
			MEMORIA[Address] <= WriteData ;
		end
	end
endmodule
==> flow/run.sh <==
#!/bin/bash
# OpenROAD 26Q1-2900-gdf79404cd8, Yosys 0.63+post, stock flow scripts
make -C /OpenROAD-flow-scripts/flow DESIGN_CONFIG=/design/flow/config.mk WORK_HOME=/design/flow/orfs finish
==> flow/config.mk <==
export PLATFORM = sky130hd
export DESIGN_NAME = data_memory
export DESIGN_NICKNAME = data_memory
export VERILOG_FILES = /design/flow/design.v
export SDC_FILE = /design/flow/constraint.sdc
export NUM_CORES = 4
export LEC_CHECK = 1
export CORE_UTILIZATION = 50
==> flow/constraint.sdc <==
current_design data_memory

set clk_period 10.7
set clk_io_pct 0.2

create_clock -name clk0 -period $clk_period

set non_clock_inputs [all_inputs -no_clocks]
set_input_delay [expr $clk_period * $clk_io_pct] -clock clk0 $non_clock_inputs
set_output_delay [expr $clk_period * $clk_io_pct] -clock clk0 [all_outputs]
==> flow_metrics.env <==
# implementation run metrics
export IMPL_synthDominantAreaCellType="dlxtn_1"
export IMPL_globalRouteOverflowTotal=11200
export IMPL_cts_hold_fix_buffers=0
export IMPL_netlist_area_leader_share_pct=68.3
export IMPL_synth_edff_count=0
export IMPL_synth_cells_most_frequent="8192 x dlxtn_1, 2116 x a22oi_1, 1732 x nand3_1"
export IMPL_run_status="did not finish"
export IMPL_port_buffers=74
export IMPL_floorplan_io_pins=98
export IMPL_tool_error="[ERROR GRT-0116] Global routing finished with congestion. Check the congestion regions in the DRC Viewer."
export IMPL_ys_ff=8192
export IMPL_first_pass_grt_wire_length_um=2330000
export IMPL_last_stage_reached="global routing (5_1_grt)"
export IMPL_initCoreUtil_pct=50.4
export IMPL_syn_mean_instance_area_um2=10.4
export IMPL_synth_lib_cells_used_distinct=72
export IMPL_grt_pass1_vias=209000
export IMPL_register_pins_left_without_a_clock=8192
export IMPL_placed_cells_incl_taps=22400
export IMPL_fp_dieH_um=602
export IMPL_routability_congestion=1.31
export IMPL_area_leaders="dlxtn_1 68%, a22oi_1 8.8%, nand3_1 4.8%"
export IMPL_detailed_place_area_mm2=0.198
export IMPL_maximum_number_of_pins_on_one_net_before_global_route_repair=185
export IMPL_num_rows=219
export IMPL_number_of_cells_in_the_yosys_synthesis_report=17400
export IMPL_asyncSetResetFlopFracSynth_pct=0
export IMPL_post_cts_resized_instances=0
export IMPL_unconstrained_endpoints=8192
export IMPL_grt_use_total_pct=101
export IMPL_postCtsSetupBuffers=0
export IMPL_netlist_top_cell_by_instances="dlxtn_1"
export IMPL_yosys_area_mm2=0.180
export IMPL_post_synth_instance_area_mm2=0.180
export IMPL_syn_inst=17400
export IMPL_dominantRegCellSynth="dlxtn_1"
export IMPL_dp_worst_setup_slack_ns=1.04
export IMPL_yosysWarnings=2
export IMPL_place_detailed_hpwl_um=1110000
export IMPL_die_w_um=602
==> stage by stage <==
stage	hold slack (ns)	total power, µW
after global placement	5.32	4440
after detailed placement	5.31	4480
after floorplan	4.43	2880
after CTS	5.32	4490
==> layer usage <==
metal	GRT overflow	global-route usage, %
met1	1964	100
met2	4110	104
met3	2397	100
met4	2451	101
met5	292	95.4
==> cells by family after synthesis <==
group	after synthesis	synth area share, %
latches	8192	68.3
and+or+nand+nor	4195	12.7
AOI/OAI and AO/OA	3696	15.9
buffers and inverters	1276	3.12
muxes	4	0.0236
xor gates and xnor gates	1	0.00487
No activity file was given, so power comes from the tool's default toggle rates.
