==> /design/flow/config.mk <==
export PLATFORM = sky130hd
export DESIGN_NAME = ula
export DESIGN_NICKNAME = ula
export VERILOG_FILES = /design/flow/design.v
export SDC_FILE = /design/flow/constraint.sdc
export NUM_CORES = 4
export LEC_CHECK = 1
export CORE_UTILIZATION = 50
==> /design/flow/constraint.sdc <==
current_design ula

set clk_period 14.3
set clk_io_pct 0.2

create_clock -name clk0 -period $clk_period

set non_clock_inputs [all_inputs -no_clocks]
set_input_delay [expr $clk_period * $clk_io_pct] -clock clk0 $non_clock_inputs
set_output_delay [expr $clk_period * $clk_io_pct] -clock clk0 [all_outputs]
==> /design/flow/design.v <==
module ula(
     	input		[3:0]		OP, 
		input		[4:0] 		shamt,
		input		[31:0]		In2,
		input		[31:0]		In1,
		output reg	[31:0]		result,
		output reg				Zero_flag
    );
	 reg signed [31:0]signed_In2, signed_In1;
    always @(*)
    begin
	 signed_In1 = In1;
	 signed_In2 = In2;
        case(OP)
				4'b0000: result <= (In1 + In2); 
            4'b0001: result <= (In1 - In2); 
            4'b0011: result <= (In1 & In2); 
				4'b0100: result <= ~(In1 | In2); 
				4'b0101: result <= (In1 | In2); 
				4'b0110: result <= (In1 ^ In2); 
				4'b0111: result <= (In2 << (In1)); 
				4'b1000: result <= (In1 << (In2)); 
				4'b1001: result <= (In2 >> (In1)); 
				4'b1010: result <= (In1 >> (In2)); 
				4'b1110: result <=  ((signed_In1 < signed_In2) ? 32'b1 : 32'b0); 
				4'b1111: result <= ((In1 < In2) ? 32'b1 : 32'b0) ; 
            default: result <= 32'b0;
        endcase
    end
endmodule
==> /design/flow/run.sh <==
#!/bin/bash
# OpenROAD 26Q1-2900-gdf79404cd8, Yosys 0.63+post, stock flow scripts
make -C /OpenROAD-flow-scripts/flow DESIGN_CONFIG=/design/flow/config.mk WORK_HOME=/design/flow/orfs finish
==> results.toml <==
# generated from flow reports
[grt]
first_global_vias = 11600
grt_usage_pct = 45.2
antenna_found_initial = 1
grt_start_max_net_pins = 49
grt_remaining_overflow = 0
grt_pass1_wl_um = 73400

[setup_path]
critPathLaunch = "OP[1]"
cp-end-kind = "primary output"
required_ns = 11.44
cpMaxStageDelayCell = "clkdlybuf4s50_1"
critPathMaxStageDelay_ns = 0.88
path_cells = "clkdlybuf4s50_1 -> nand4bb_4 -> buf_4 -> mux2i_2 -> buf_4 -> mux2_2 -> mux2i_1 -> nor2_1 -> nor3_1 -> mux2_2 -> a21oi_1 -> o211ai_1 -> clkdlybuf4s50_1"
path_class = "in2out"
worst_setup_path_start_kind = "input port"
critPathArrivalTime_ns = 7.90
crit_path_max_fanout = 39

[placement]
pre_cts_slack_ns = 3.82
port_buffers = 100
hpwl_um = 38300
gp_congestion = 1.08

[detailed_routing]
first_pass_iters = 6
drc = 0
vias_per_cell = 7.05
wirelength_um = 49800
diodes = 0
ant_nets = 0
wl_per_cell_um = 26.1
drt_iter0_markers = 1763
vias = 13500

[floorplan]
die_height_um = 148
die_area_mm2 = 0.0220
fp-row-count = 53
die_w_um = 148
initCoreUtil_pct = 51.0
pin_count = 106
core_area_mm2 = 0.0210

[synth]
syn_avg_cell_area_um2 = 6.54
area_leaders = "mux2i_1 13%, ha_1 11%, nand2_1 7.3%"
synth-seq-area-share_pct = 0
netlist_instances = 1639
synth_top_cell_by_area = "mux2i_1"
yosysTopAreaCellShare_pct = 12.9
ys_cells = 1639
synth_area_mm2 = 0.0107
ys_area_mm2 = 0.0107
yosysUniqueCellTypes = 96
ys_warn_count = 2

[job]
cap_violations = 0
warning_count = 102

[sta]
setup_viol = 0
worstMarginPinSlew_ns = 1.06
rsz0062_at_grt = "false"
period_minus_slack_ns = 10.76
drv_slew = 0
setup_slack_ns = 3.54
final-hold-violation-count = 0
tns_ns = 0
relSlewSlack_pct = 28.7
finalCritPeriodShare_pct = 75.3
max_freq_mhz = 92.9

[power_and_ir_drop]
peakVddDrop_uv = 17.7
total_power_uw = 432
leakage_uw = 0.00490
powerDensity_mw_per_mm2 = 37.0

[clock_tree]
cts_setup_buffers = 0
cts_resized = 0
hold_buffers = 0

[final_layout]
final_cell_mix = "208 x nand2_1, 146 x nor2_1, 137 x mux2i_1"
mostFrequentLayoutCell = "nand2_1"
clock_buffers = 0
n_fill_cell = 2095
syn2layout_area_growth_pct = 9.21
regArea_um2 = 0
post-route-util_pct = 55.7
seq_cells = 0
drive_above_1_share_pct = 6.67

[outcome]
status = "completed"

[worst_hold_path]
hold_class = "in2out"
min_from = "In2[0]"
==> stage by stage <==
step / hold WS [ns] / cells / cell area [µm²]
floorplan: 6.04 / 1639 / 10700
global placement: 7.14 / 1908 / 11700
detailed placement: 7.13 / 1908 / 11700
CTS: 7.13 / 1908 / 11700
global route: 7.22 / 1908 / 11700
finish: 7.16 / 1908 / 11700
==> where the power goes <==
part | leakage (µW) | internal [µW] | switching, µW | total, µW
registers | 0 | 0 | 0 | 0
clock network | 0 | 0 | 0 | 0
logic | 0.00490 | 166 | 266 | 432
total | 0.00490 | 166 | 266 | 432
==> final timing paths <==
kind	endpoint	slack [ns]	depth (start not counted)
worst max-delay path	result[16]	3.54	13
worst min-delay path	result[1]	7.16	6
==> worst max-delay path: cells and delay by family <==
kind                   cells  cell delay, ns
muxes                      4            1.21
and+or+nand+nor            3            1.18
AOI/OAI and AO/OA          2            0.26
buffers and inverters      4            2.32
==> synthesized netlist by cell type (19+ instances only) <==
cell type and count:
a21oi_1 115, nand2_1 208, a211oi_1 35, nand2b_1 20, a221o_1 19, mux2i_1 138, clkbuf_1 67, o221ai_1 19
buf_2 49, nor4_1 22, o211ai_1 43, nor2_1 146, inv_1 94, nand3_1 45, a221oi_1 35, ha_1 96
a31oi_1 26, nor3_1 39, o21ai_0 108
==> cell families (layout without fill, tap and decap cells) <==
kind of cell               after synthesis  after routing  synth area share (%)
and+or+nand+nor                        560            560                  24.2
AOI/OAI and AO/OA                      570            570                  37.2
buffers and inverters                  235            229                  9.57
adders and majority gates               98             98                  11.6
xor gates and xnor gates                10             10                 0.817
muxes                                  165            165                  16.6
other                                    1              1                0.0350
==> final cells by class <==
class / count / area, µm² / area share (%)
Tap cell: 275 / 344 / 2.94
Inverter: 95 / 357 / 3.05
Multi-Input combinational cell: 1404 / 9750 / 83.3
Timing Repair Buffer: 134 / 1250 / 10.7
==> routing by layer <==
layer | up-vias | share of wire [%] | GRT usage, %
met4 | 4 | 3.5 | 12.4
met1 | 6227 | 42 | 67.7
met2 | 996 | 40 | 63.1
met5 | - | 0.18 | 3.64
li1 | 6113 | - | -
met3 | 118 | 14 | 11.2
Power figures rest on the tool's default switching activity, not on a simulated workload.
