<file path="/design/flow/design.v">
module regfile (
    input [4:0] ReadAddr1, ReadAddr2, WriteAddr,
	 input [31:0] WriteData,
    output reg [31:0] ReadData1, ReadData2, 
    input Clock, RegWrite, Reset
);
    reg [31:0] registradores [31:0];
	 integer i = 0;
    initial begin
        registradores[0] = 0;
    end
    always @(ReadAddr1 or Clock) begin
        ReadData1 = registradores[ReadAddr1];
    end
    always @(ReadAddr2 or Clock) begin
        ReadData2 = registradores[ReadAddr2];
    end
    always @(posedge Clock or posedge Reset) begin
        if (Reset) begin
            for(i=0;i<32;i=i+1) begin
            registradores[i] = 0;
            end
        end else begin
            if (RegWrite && WriteAddr != 32'b0) begin
                registradores[WriteAddr] <= WriteData;
            end
        end
    end
endmodule
</file>
<file path="/design/flow/run.sh">
#!/bin/bash
# OpenROAD 26Q1-2900-gdf79404cd8, Yosys 0.63+post, stock flow scripts
make -C /OpenROAD-flow-scripts/flow DESIGN_CONFIG=/design/flow/config.mk WORK_HOME=/design/flow/orfs finish
</file>
<file path="/design/flow/config.mk">
export PLATFORM = sky130hd
export DESIGN_NAME = regfile
export DESIGN_NICKNAME = regfile
export VERILOG_FILES = /design/flow/design.v
export SDC_FILE = /design/flow/constraint.sdc
export NUM_CORES = 4
export LEC_CHECK = 1
export CORE_UTILIZATION = 30
</file>
<file path="/design/flow/constraint.sdc">
current_design regfile

set clk_period 9.4
set clk_io_pct 0.2

create_clock -name clk0 -period $clk_period [get_ports {Clock}]

set non_clock_inputs [all_inputs -no_clocks]
set_input_delay [expr $clk_period * $clk_io_pct] -clock clk0 $non_clock_inputs
set_output_delay [expr $clk_period * $clk_io_pct] -clock clk0 [all_outputs]
</file>
==> results.tsv <==
stage	metric	value	unit
critical_path	cp.required	7.52	ns
synthesis	ys_area	51400	µm²
synthesis	synth_seq_share	49.9	%
critical_path	crit_fanout	18	
flow_run	warnings	39	
finish	largest_register_ffs	1024	
synthesis	async_flop_share	100	%
power	p_leak	0.0258	µW
final_timing	fin_crit_sh	87.9	%
clock_network	post_cts_buffers	0	
clock_network	cts.sinks	1024	
power	worst_ir_drop_vdd	0.148	mV
final_timing	rsz0062_at_grt	false	
floorplan	io_pins	114	
power	finalPower	12800	µW
power	p_comb_share	14.4	%
drt	drt_iter0_drc	6015	
final_timing	relSlewSlack	22.5	%
drt	vias	45287	
final_timing	setup_viol	0	
global_route	grt_max_degree	109	
synthesis	common_cells	dfrtp_1 (1024), mux2_2 (996), a22oi_1 (750), nand2_1 (252), clkbuf_1 (192)	
synthesis	yosys_warnings	2	
global_route	antenna_found_initial	24	
critical_path	r2r-start	registradores[21][7]	
drt	viasPerCell	6.69	
floorplan	coreArea	170000	µm²
drt	drc	0	
place	gp_congestion	1.10	
critical_path	critPathArrivalTime	6.39	ns
synthesis	yosysCellCount	4394	
clock_network	clk_pin_slew_worst_paths	0.06	ns
clock_network	cts_buffers	113	
drt	wl_per_cell	40.5	µm
global_route	grt-ovfl-total	0	
finish	finalInstanceArea	59900	µm²
power	power.internal	9100	µW
final_timing	tns	0	ns
critical_path	ff2ff_setup_slack	8.49	ns
floorplan	fp.dieW	416	µm
place	hpwl	173000	µm
synthesis	syn_area_per_cell	11.7	µm²
finish	area_growth	16.6	%
drt	wirelength	274000	µm
critical_path	startpoint	ReadAddr2[4]	
finish	reg_top3	registradores: 1024 flops	
power	pwr_density_cell	214	nW/µm²
floorplan	fp_util	30.3	%
final_timing	slew_violations	0	
clock_network	postCtsHoldBufs	0	
power	p_clk_share	38.0	%
power	power.switching	3740	µW
synthesis	ys_types	67	
power	seqPwrFrac	47.6	%
final_timing	min_period	8.27	ns
place	placed_cells	6539	
floorplan	rows	151	
floorplan	die_h	416	µm
synthesis	synth_cells	4394	
critical_path	cp-endpoint	ReadData2[13]	
synthesis	top_area_cell	dfrtp_1	
synthesis	yosysTopAreaCellShare	49.9	%
outcome	status	complete, no violations	
final_timing	finalHoldViolCount	0	
critical_path	worstSetupStartpointType	primary input	
global_route	grt_pass1_vias	44191	
clock_network	clockBufferDepth	3	
global_route	grt_pass1_wl	373000	µm
final_timing	fmax	121	MHz
critical_path	reg2reg_to	registradores[21][7]	
critical_path	r2r_cells	1	
finish	layout.cells.non_filler	6771	
synthesis	edf_count	0	
synthesis	synth_area	51400	µm²
clock_network	h-tree-depth	3	
worst_hold_path	hp-class	reg2reg	
finish	nFillCells	16416	
finish	top_register	registradores	
final_timing	tightestPinTransition	1.16	ns
power	netSwitchingFraction	29.1	%
flow_run	cap_viol_max_count	0	
clock_network	clk_latency	0.78	ns
synthesis	top_cell	dfrtp_1	
place	port_buffers	113	
global_route	grtUsageTotal	32.2	%
drt	firstDrtPassIters	12	
synthesis	ys_seq_elements	1024	
drt	ant_nets	0	
finish	drive_gt1_share	34.8	%
synthesis	ff_type	dfrtp_1	
clock_network	cts-root-buf	clkbuf_16	
synthesis	synth.area.top_cells	dfrtp_1 (50%), mux2_2 (22%), a22oi_1 (11%)	
critical_path	endpoint_kind	output pin	
clock_network	cts_tree	done	
critical_path	crit_type	in2out	
final_timing	finClkSkew	0	ns
clock_network	cts_resized	0	
floorplan	dieArea	173000	µm²
place	dpl_cell_area	55800	µm²
cell type report:
| type | count | area [µm²] | share of cell area, % |
|---|---|---|---|
| flip-flops and latches | 1024 | 25600 | 42.8 |
| multi-input cells | 2907 | 24200 | 40.4 |
| clock buffers | 151 | 3210 | 5.36 |
| repair buffers | 383 | 3210 | 5.36 |
| well taps | 2218 | 2780 | 4.63 |
| clock inverters | 60 | 821 | 1.37 |
| diodes | 21 | 52.6 | 0.0877 |
| inverters | 7 | 30.0 | 0.0501 |
worst min-delay path by stage:
stage | from | end | slack (ns) | cells past startpoint
5_1_grt | registradores[0][29] | registradores[0][29] | 0.41 | 0
6_report | registradores[0][29] | registradores[0][29] | 0.40 | 0
4_1_cts | registradores[0][13] | registradores[0][13] | 0.40 | 0
layout by cell type (no fill, tap or decap), drive strengths merged, types with 22 or more instances in the layout:
cell type,netlist,routed
nand3,54,54
mux2i,45,45
clkinv,0,28
clkdlybuf4s50,0,106
a221oi,26,26
clkbuf,192,151
mux2,1005,1005
a22o,35,35
nor2,177,177
buf,264,277
nand4,101,101
nor4,35,35
a22oi,751,751
dfrtp,1024,1024
o21ai,30,30
nand2,253,253
a222oi,22,22
a21oi,84,84
nor3,55,55
through the flow:
stage          setup slack [ns]  util [%]  hold WS (ns)
6_report                   1.13      35.3         0.403
5_1_grt                    1.30      35.3         0.409
4_1_cts                    1.37      35.3         0.404
3_5_place_dp               1.38      32.9         0.389
3_3_place_gp               1.44      32.9         0.389
2_1_floorplan             -6.59         -         0.451
worst max-delay path: stages:
cell,delay [ns]
buf_2,0.52
nand2b_1,0.57
buf_4,0.49
nor2_4,0.17
buf_4,0.39
a22oi_1,0.29
nand2_1,0.09
a2111oi_0,0.86
a21oi_1,0.45
clkdlybuf4s50_1,0.53
per-layer routing:
layer  GRT usage, %  wire length (µm)  up-vias
li1               -                 -    16889
met4           22.3             26500       26
met3           19.5             44800     1598
met1           37.9             92200    22591
met2           43.6            111000     4183
met5          0.333               302        -
cell families after synthesis:
logic type | after synthesis | synth area share, %
AOI/OAI and AO/OA | 1077 | 15.6
buffers and inverters | 463 | 4.10
DFF | 1024 | 49.9
muxes | 1052 | 23.0
and+or+nand+nor | 778 | 7.42
power groups by stage:
stage | sequential, µW | clock (µW) | combinational (µW)
4_1_cts | 6060 | 4890 | 1810
5_1_grt | 6170 | 5070 | 1950
6_report | 6110 | 4880 | 1840
Power is estimated from default activity; no workload was simulated.
